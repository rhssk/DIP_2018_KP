**flow/config.mk**
```make
export PLATFORM = sky130hd
export DESIGN_NAME = TOP
export DESIGN_NICKNAME = TOP
export VERILOG_FILES = /design/flow/design.v
export SDC_FILE = /design/flow/constraint.sdc
export NUM_CORES = 4
export LEC_CHECK = 1
export CORE_UTILIZATION = 40
```
**flow/constraint.sdc**
```tcl
current_design TOP

set clk_period 3.3
set clk_io_pct 0.2

create_clock -name clk0 -period $clk_period [get_ports {CLOCK}]
create_clock -name clk1 -period $clk_period [get_ports {PS2_CLOCK}]

set non_clock_inputs [all_inputs -no_clocks]
set_input_delay [expr $clk_period * $clk_io_pct] -clock clk0 $non_clock_inputs
set_output_delay [expr $clk_period * $clk_io_pct] -clock clk0 [all_outputs]
```
**flow/design.v**
```verilog
`default_nettype none
module PS2(
    input wire ps2_clock,
    input wire ps2_data,
    input wire reset,
    output reg [7:0] keyboard_code
);
    reg [3:0] received_bytes;
    reg [7:0] code;
    reg skip;
    always @ (negedge ps2_clock)
    begin
        if (reset)
        begin
            code <= 0;
            received_bytes <= 0;
            skip <= 0;
            keyboard_code <= 0;
        end
        case (received_bytes)
            4'd0:  
                begin
                    code <= 0;
                    if (ps2_data)
                    begin
                        skip <= 1;
                    end
                end
            4'd1, 4'd2, 4'd3, 4'd4, 4'd5, 4'd6, 4'd7, 4'd8:  
                begin
                    if (!skip)
                        code[received_bytes - 1] <= ps2_data;
                end
            4'd9:  
                begin
                    if ((code[0] + code[1] + code[2] + code[3] + code[4] + code[5] + code[6] + code[7]) != ps2_data)
                        code <= 0;
                end
            4'd10:  
                begin
                    if (!ps2_data)
                        code <= 0;
                    received_bytes <= 0;
                    skip <= 1;
                    keyboard_code <= code;
                end
        endcase
        if (skip)
            skip <= 0;
        else
            received_bytes <= received_bytes + 1;
    end
endmodule
`default_nettype none
module TOP(
    input wire CLOCK,  
    input wire RESET,  
    input wire PS2_CLOCK,
    input wire PS2_DATA,
    output wire VGA_HSYNC,
    output wire VGA_VSYNC,
    output wire VGA_RED,
    output wire VGA_GREEN,
    output wire VGA_BLUE
);
    localparam PIX_WIDTH = 640;          
    localparam PIX_WIDTH_HALF = 320;
    localparam PIX_HEIGHT = 480;         
    localparam PIX_HEIGHT_HALF = 240;
    localparam PIX_STEP = 10;            
    localparam BOX_WIDTH_HALF = 90;      
    localparam BOX_HEIGHT_HALF = 90;     
    wire [9:0] x;   
    wire [8:0] y;   
    reg [9:0] moving_x_right;
    reg [9:0] moving_x_left;
    reg [8:0] moving_y_bottom;
    reg [8:0] moving_y_top;
    wire [7:0] kbd_code;
    reg pix_stb;
    always @ (posedge CLOCK)
        pix_stb <= ~pix_stb;
    VGA display (
        .in_clock(CLOCK),
        .in_strobe(pix_stb),
        .in_reset(RESET),
        .out_hsync(VGA_HSYNC),
        .out_vsync(VGA_VSYNC),
        .out_x(x),
        .out_y(y)
    );
    PS2 keyboard (
        .ps2_clock(PS2_CLOCK),
        .ps2_data(PS2_DATA),
        .reset(RESET),
        .keyboard_code(kbd_code)
    );
    always @ (posedge CLOCK)
    begin
        if (RESET)
        begin
            moving_x_left <= PIX_WIDTH_HALF - BOX_WIDTH_HALF;
            moving_x_right <= PIX_WIDTH_HALF + BOX_WIDTH_HALF;
            moving_y_bottom <= PIX_HEIGHT_HALF - BOX_HEIGHT_HALF;
            moving_y_top <= PIX_HEIGHT_HALF + BOX_HEIGHT_HALF;
        end
        case (kbd_code)
            8'h1D:  
                begin
                    if (moving_y_bottom < PIX_HEIGHT - PIX_STEP)
                        moving_y_bottom <= moving_y_bottom + PIX_STEP;
                    else
                        moving_y_bottom <= PIX_STEP - (PIX_HEIGHT - moving_y_bottom);
                    if (moving_y_top < PIX_HEIGHT - PIX_STEP)
                        moving_y_top <= moving_y_top + PIX_STEP;
                    else
                        moving_y_top <= PIX_STEP - (PIX_HEIGHT - moving_y_top);
                end
            8'h1C:  
                begin
                    if (moving_x_left > PIX_STEP)
                        moving_x_left <= moving_x_left - PIX_STEP;
                    else
                        moving_x_left <= PIX_WIDTH - (PIX_STEP - moving_x_left);
                    if (moving_x_right > PIX_STEP)
                        moving_x_right <= moving_x_right - PIX_STEP;
                    else
                        moving_x_right <= PIX_WIDTH - (PIX_STEP - moving_x_right);
                end
            8'h1B:  
                begin
                    if (moving_y_top > PIX_STEP)
                        moving_y_top <= moving_y_top - PIX_STEP;
                    else
                        moving_y_top <= PIX_HEIGHT - (PIX_STEP - moving_y_top);
                    if (moving_y_bottom > PIX_STEP)
                        moving_y_bottom <= moving_y_bottom - PIX_STEP;
                    else
                        moving_y_bottom <= PIX_HEIGHT - (PIX_STEP - moving_y_bottom);
                end
            8'h23:  
                begin
                    if (moving_x_right < PIX_WIDTH - PIX_STEP)
                        moving_x_right <= moving_x_right + PIX_STEP;
                    else
                        moving_x_right <= PIX_STEP - (PIX_WIDTH - moving_x_right);
                    if (moving_x_left + PIX_STEP < PIX_WIDTH)
                        moving_x_left <= moving_x_left + PIX_STEP;
                    else
                        moving_x_left <= PIX_STEP - (PIX_WIDTH - moving_x_left);
                end
        endcase
    end
    wire red_block, green_block, blue_block;
    assign red_block = ((x > moving_x_left) & (y >  moving_y_bottom) & (x < moving_x_right) & (y < moving_y_top)) ? 1 : 0;
    assign green_block = red_block;
    assign blue_block = red_block;
    assign VGA_RED = red_block;
    assign VGA_GREEN = green_block;
    assign VGA_BLUE = blue_block;
endmodule
`default_nettype none
module VGA(
    input wire in_clock,
    input wire in_strobe,
    input wire in_reset,
    output wire out_hsync,
    output wire out_vsync,
    output wire out_blanking,
    output wire out_active,
    output wire out_screenend,
    output wire out_animate,
    output wire [9:0] out_x,
    output wire [8:0] out_y
);
    localparam HS_STA = 16;               
    localparam HS_END = 16 + 96;          
    localparam HA_STA = 16 + 96 + 48;     
    localparam VS_STA = 480 + 11;         
    localparam VS_END = 480 + 11 + 2;     
    localparam VA_END = 480;              
    localparam LINE   = 800;              
    localparam SCREEN = 524;              
    reg [9:0] pos_line;                   
    reg [9:0] pos_screen;                 
    assign out_hsync = ~((pos_line >= HS_STA) & (pos_line < HS_END));
    assign out_vsync = ~((pos_screen >= VS_STA) & (pos_screen < VS_END));
    assign out_x = (pos_line < HA_STA) ? 0 : (pos_line - HA_STA);
    assign out_y = (pos_screen >= VA_END) ? (VA_END - 1) : (pos_screen);
    assign out_blanking = ((pos_line < HA_STA) | (pos_screen > VA_END - 1));
    assign out_active = ~((pos_line < HA_STA) | (pos_screen > VA_END - 1));
    assign out_screenend = ((pos_screen == SCREEN - 1) & (pos_line == LINE));
    assign out_animate = ((pos_screen == VA_END - 1) & (pos_line == LINE));
    always @ (posedge in_clock)
    begin
        if (in_reset)   
        begin
            pos_line <= 0;
            pos_screen <= 0;
        end
        if (in_strobe)   
        begin
            if (pos_line == LINE)
            begin
                pos_line <= 0;
                pos_screen <= pos_screen + 1;
            end
            else
                pos_line <= pos_line + 1;
            if (pos_screen == SCREEN)
                pos_screen <= 0;
        end
    end
endmodule
```
**flow/run.sh**
```bash
#!/bin/bash
# OpenROAD 26Q1-2900-gdf79404cd8, Yosys 0.63+post, stock flow scripts
make -C /OpenROAD-flow-scripts/flow DESIGN_CONFIG=/design/flow/config.mk WORK_HOME=/design/flow/orfs finish
```
==> impl_metrics.json <==
{
  "flop_cell": "edfxtp_1",
  "crit_start": "keyboard.keyboard_code[6]",
  "tightest_slew_ns": 0.7719,
  "critPathRequiredTime_ns": 3.40,
  "ys_area_sq_mm": 0.007002,
  "antenna_left": 0,
  "crit_arrival_ns": 3.64,
  "status": "finished, violations left",
  "grt_usage_pct": 21.83,
  "top_layer": "met4",
  "wl_met2_microns": 8064,
  "drt-wirelength-per-cell_microns": 15.46,
  "drv_cap": 0,
  "vias_per_cell": 5.566,
  "top_cell_area_share_pct": 25.73,
  "synth.avg_cell_area_sq_um": 8.560,
  "pwr-share-seq_pct": 30.7,
  "wl_met3_microns": 878,
  "ys_warn_count": 3,
  "setup_violations": 61,
  "yosys_cells": 818,
  "drt-initial-drc-count": 504,
  "worstSetupPathType": "reg -> reg",
  "swShare_pct": 34.24,
  "post-route-util_pct": 56.92,
  "tns_ns": -4.971,
  "path_max_fanout": 7,
  "drive_above_1_share_pct": 31.56,
  "critPathCaptureType": "flop",
  "die_x_microns": 134.3,
  "wl_met1_microns": 9609,
  "areaGrowthSynthToFinish_pct": 39.64,
  "fp_util_pct": 40.76,
  "io_pins": 9,
  "die_h_microns": 134.3,
  "ys_types": 80,
  "ys_seq_share_pct": 31.45,
  "netlist_instances": 818,
  "core-area_sq_mm": 0.01718,
  "slowest_delay_ns": 0.41,
  "drc": 0,
  "clk_pin_slew_worst_paths_ns": 0.06,
  "clock_power_share_pct": 35.6,
  "io_buffers": 7,
  "drv_slew": 0,
  "powerDensity_mw_per_mm2": 393.3,
  "internal_power_w": 0.002529,
  "edf_count": 60,
  "finalHoldViolations": 0,
  "grt_max_degree": 17,
  "antenna_found_initial": 0,
  "routed_wl_microns": 18870,
  "grt_first_pass_wirelength_microns": 30860,
  "grt-ovfl-total": 0,
  "peakVddDrop_uv": 524.4,
  "dieArea_sq_mm": 0.01804,
  "antenna_cells": 0,
  "async_flop_share_pct": 0,
  "timing.final.ws_setup_ns": -0.2428,
  "cp_slowest_cell": "edfxtp_1",
  "finalClockSkew_ns": 0.01829,
  "drtPass1Iterations": 11,
  "cts.sinks": 80,
  "dpl.hpwl_microns": 13150,
  "reg2reg_from": "keyboard.keyboard_code[6]",
  "synth.most_common_cell": "nor2_1",
  "grt_pass1_vias": 6191,
  "switchingPower_w": 0.001317,
  "rsz0062_at_grt": "yes",
  "gp_congestion": 0.8973,
  "syn-cell-area_sq_mm": 0.007002,
  "top_area_cell": "edfxtp_1",
  "p_leak_nw": 4.154,
  "path_cells": "nor4b_4, buf_6, and4b_4, nand2_2, o32ai_2, nand2_1, o211a_1",
  "numSynthFlops": 80,
  "startpoint_type": "flop",
  "ys_top_cells_by_area": "edfxtp_1, ha_1, dfxtp_1",
  "warning_count": 67,
  "worstHoldStart": "pix_stb",
  "vias": 6791,
  "row_count": 48,
  "common_cells": "nor2_1, ha_1, edfxtp_1",
  "slew_headroom_pct": 48.00,
  "violations": "setup timing",
  "cts_tree": "done",
  "hp-class": "reg -> reg",
  "power_frac_comb_pct": 33.7
}
[worst max-delay path: cells and delay by family (launching register included)]
family          cells  cell delay [ns]
buf+inv             1             0.17
compound gates      2             0.27
flops               1             0.41
simple gates        4             0.82
[path summary, 6_finish.rpt]
check                            end  slack [ns]  depth (start not counted)
max                moving_x_right[4]       -0.24                          7
min                          pix_stb        0.50                          1
max reg2reg        moving_x_right[4]       -0.24                          7
min reg2reg                  pix_stb        0.50                          1
max in group clk1   keyboard.code[7]        0.06                          7
min in group clk1   keyboard.code[4]        0.53                          2
[timing repair]
| item | CTS | global route |
|---|---|---|
| endpoints found under the hold margin | 0 | 0 |
| pin swaps | 34 | 41 |
| hold buffers | 0 | 0 |
| gates cloned | 1 | 3 |
| gates resized | 76 | 101 |
| buffers inserted | 19 | 26 |
| setup endpoints to repair | 80 | 87 |
[state kept, by name (all words and copies together) (netlist names)]
signal and count:
moving_y_bottom 9, keyboard.code 8, pix_stb 1, keyboard.received_bytes 4
keyboard.skip 1, display.pos_screen 10, keyboard.keyboard_code 8, moving_y_top 9
moving_x_right 10, moving_x_left 10, display.pos_line 10
[layout make-up]
type	instances	area (sq um)
timing repair buffer	175	1607
multi-input combinational	644	5007
inverter	55	209.0
fill	1403	7400
sequential	80	2202
clock inverter	27	142.6
clock buffer	14	327.8
tap	225	281.5
[cell families (layout without fill, tap and decap cells)]
group,Yosys count,after routing,synth area share (%)
AND/OR/NAND/NOR,302,302,22.87
buffers and inverters,94,271,5.289
flip-flops,80,80,31.45
XOR/XNOR,42,42,5.558
AND-OR/OR-AND,223,223,21.19
multiplexers,9,9,1.519
adder cells (fa/ha/maj),68,68,12.12
[power by group through the flow]
stage | logic [W] | registers [W] | clock network, W
after global routing | 0.00141 | 0.00119 | 0.00147
final | 0.00130 | 0.00118 | 0.00137
after CTS | 0.00114 | 0.00117 | 0.00140
[per-layer routing]
layer,vias up,global-route usage (%)
li1,3408,-
met1,3192,36.43
met2,165,30.74
met3,26,3.665
met4,0,3.870
met5,-,0
[cell usage in the layout, fill, tap and decap left out, drive strengths merged, types with 4 or more instances in the layout]
cell	n
a211oi	8
a21o	10
a21oi	53
a221oi	8
a31oi	10
and2	18
and3	11
buf	170
clkbuf	17
dfxtp	20
edfxtp	60
ha	67
inv	78
mux2i	5
nand2	58
nand2b	11
nand3	30
nand4	17
nand4b	6
nor2	72
nor2b	15
nor3	25
nor4	9
o2111ai	5
o211ai	8
o21a	7
o21ai	47
o221ai	4
o22ai	18
o31ai	4
o32ai	5
or2	4
xnor2	33
xor2	8
[per-stage QoR]
stage	power, W	area [sq um]	hold WS [ns]	instances	setup slack, ns
global route	0.004063	9777	0.5403	1220	-0.3797
floorplan	0.001989	7156	0.4473	818	-0.2545
global placement	0.002354	8300	0.4941	1139	-0.7040
detailed placement	0.002342	8300	0.4893	1139	-0.7195
finish	0.003846	9777	0.4978	1220	-0.2428
CTS	0.003707	9111	0.5101	1198	-0.1739
No activity file was given, so power comes from the tool's default toggle rates.
